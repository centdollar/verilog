==> design.v <==
module fifo
#(
    parameter width = 8,
    parameter depth = 8              
)
(
    input clk_i,                         
    input reset_i,                       
    input [width - 1 : 0] din_i,         
    input wr_en_i,                       
    input rd_en_i,                       
    output reg full_o,                       
    output reg empty_o,                      
    output reg [width - 1 : 0] dout_o        
);
localparam CLOG2_DEPTH = $clog2(depth);
reg [width - 1 : 0] fifo_reg [depth - 1 : 0];
reg [CLOG2_DEPTH : 0] read_ptr;
reg [CLOG2_DEPTH : 0] write_ptr;
reg PTR_SIG_FULL;
reg PTR_SIG_EMPTY;
initial
begin
    full_o <= 0;
    empty_o <= 1;
    dout_o <= 'b0;
    read_ptr <= 0;
    write_ptr <= 0;
end
always @(*)
begin
    PTR_SIG_FULL <= (read_ptr[CLOG2_DEPTH]!=write_ptr[CLOG2_DEPTH])&&(read_ptr[CLOG2_DEPTH - 1:0]==write_ptr[CLOG2_DEPTH - 1:0]);
    PTR_SIG_EMPTY <= (read_ptr[CLOG2_DEPTH]==write_ptr[CLOG2_DEPTH])&&(read_ptr[CLOG2_DEPTH - 1:0]==write_ptr[CLOG2_DEPTH - 1:0]);
    full_o <= PTR_SIG_FULL ? 1 : 0;
    empty_o <= PTR_SIG_EMPTY ? 1 : 0;
end
reg inWrRd;
always @(posedge clk_i)
begin
    if(reset_i)
    begin
        full_o <= 0;
        empty_o <= 1;
        read_ptr <= 0;
        write_ptr <= 0;
        inWrRd <= 0;
    end
    else
    begin
        if(wr_en_i && rd_en_i)
        begin
            if(~(PTR_SIG_FULL || PTR_SIG_EMPTY))
            begin
                inWrRd <= 1;
                read_ptr <= read_ptr + 1;
                write_ptr <= write_ptr + 1;
                if(~(PTR_SIG_FULL || PTR_SIG_EMPTY))
                begin
                    dout_o <= fifo_reg[read_ptr[CLOG2_DEPTH - 1 : 0]];
                    fifo_reg[write_ptr[CLOG2_DEPTH - 1 : 0]] <= din_i;
                end
            end    
        end
        else if(wr_en_i)
        begin
            if(~PTR_SIG_FULL)
            begin
                full_o <= 0;
                write_ptr <= write_ptr + 1;
                if(~PTR_SIG_FULL)
                begin
                    fifo_reg[write_ptr[CLOG2_DEPTH - 1 : 0]] <= din_i;
                    if(!PTR_SIG_EMPTY) empty_o <= 0;
                end
            end
        end
        else if(rd_en_i)
        begin
            if(~PTR_SIG_EMPTY)
            begin
                read_ptr <= read_ptr + 1;
                if(~PTR_SIG_EMPTY)
                begin
                    dout_o <= fifo_reg[read_ptr[CLOG2_DEPTH - 1 : 0]];
                end
            end
        end
        else
        begin
            read_ptr <= read_ptr;
            write_ptr <= write_ptr;
        end
    end
end
endmodule
==> run.sh <==
#!/bin/bash
# OpenROAD 26Q1-2900-gdf79404cd8, Yosys 0.63+post, stock flow scripts
make -C /OpenROAD-flow-scripts/flow DESIGN_CONFIG=/design/flow/config.mk WORK_HOME=/design/flow/orfs finish
==> config.mk <==
export PLATFORM = sky130hd
export DESIGN_NAME = fifo
export DESIGN_NICKNAME = fifo
export VERILOG_FILES = /design/flow/design.v
export SDC_FILE = /design/flow/constraint.sdc
export NUM_CORES = 4
export LEC_CHECK = 1
export CORE_UTILIZATION = 50
==> constraint.sdc <==
current_design fifo

set clk_period 5.5
set clk_io_pct 0.2

create_clock -name clk0 -period $clk_period [get_ports {clk_i}]

set non_clock_inputs [all_inputs -no_clocks]
set_input_delay [expr $clk_period * $clk_io_pct] -clock clk0 $non_clock_inputs
set_output_delay [expr $clk_period * $clk_io_pct] -clock clk0 [all_outputs]
==> reports/qor.yml <==
outcome: "stopped before the end"
haltStage: "synthesis"
error: "ERROR: Found 1 problems in 'check -assert'."
top_cell: "edfxtp_1"
synth.distinct_cells: 39
top_cell_area_share_pct: 64.0
ys_sh_adder_pct: 0.740
top_cells_by_area: "edfxtp_1 64%, mux4_2 6.7%, dfxtp_1 5.3%"
synthFlopType: "edfxtp_1"
yosys.area.top_type: "edfxtp_1"
synth-edff-count: 72
yosys_warnings: 1
ys_seq_share_pct: 69.3
async_flop_share_pct: 0
yosys-top-cells-count: "72 x edfxtp_1, 14 x nor2_1, 10 x mux4_2, 9 x dfxtp_1"
ys_top_logic_family: "multiplexers"
mux_area_share_pct: 16.3
ys_cells: 181
synthAoiAreaFrac_pct: 2.48
synth_chip_area_sq_um: 3380
synth-xor-area-share_pct: 2.41
yosys.area_share.simple_pct: 6.33
numSynthFlops: 81
logic make-up after synthesis:
kind of cell               after synthesis
DFF                                     81
and+or+nand+nor                         42
muxes                                   29
AOI/OAI and AO/OA                       11
buffers and inverters                   10
xor gates and xnor gates                 5
adders and majority gates                2
other                                    1
