File: flow/run.sh
#!/bin/bash
# OpenROAD 26Q1-2900-gdf79404cd8, Yosys 0.63+post, stock flow scripts
make -C /OpenROAD-flow-scripts/flow DESIGN_CONFIG=/design/flow/config.mk WORK_HOME=/design/flow/orfs finish
File: flow/config.mk
export PLATFORM = sky130hd
export DESIGN_NAME = uart_module
export DESIGN_NICKNAME = uart_module
export VERILOG_FILES = /design/flow/design.v
export SDC_FILE = /design/flow/constraint.sdc
export NUM_CORES = 4
export LEC_CHECK = 1
export CORE_UTILIZATION = 50
File: flow/constraint.sdc
current_design uart_module

set clk_period 4.6
set clk_io_pct 0.2

create_clock -name clk0 -period $clk_period [get_ports {i_clk}]

set non_clock_inputs [all_inputs -no_clocks]
set_input_delay [expr $clk_period * $clk_io_pct] -clock clk0 $non_clock_inputs
set_output_delay [expr $clk_period * $clk_io_pct] -clock clk0 [all_outputs]
File: flow/design.v
`timescale 1ns / 1ps
module uart_module
#(
parameter BAUD_RATE = 115200,
parameter CLK_FREQ = 300000000,
parameter BUS_WIDTH = 8
)
(
input i_data,                                      
input [BUS_WIDTH - 1 : 0] i_data_bus,              
input i_clk,                                       
input i_transmit,                                  
output [BUS_WIDTH - 1 : 0] o_data_bus,             
output o_serial                                    
);
wire o_data_transmitted;
wire o_tx_active;
wire w_rx_hs;
wire w_rx_active;
uart_rx 
#(
.BAUD_RATE(BAUD_RATE), 
.CLK_FREQ(CLK_FREQ),
.BUS_WIDTH(BUS_WIDTH)
)
reciever 
(
.i_rx_serial(i_data), 
.i_clk(i_clk), 
.o_rx_bus(o_data_bus),
.o_rx_hs(w_rx_hs),
.o_rx_active(w_rx_active)
);
uart_tx_v
#(
.BAUD_RATE(BAUD_RATE),
.CLK_FREQ(CLK_FREQ),
.BUS_WIDTH(BUS_WIDTH)
)
transmitter
(
.i_data(i_data_bus),
.i_clk(i_clk),
.i_tx_send(i_transmit),
.o_tx(o_serial),
.o_tx_hs(o_data_transmitted),
.o_active(o_tx_active)
);
endmodule
`timescale 1ns / 1ps
module uart_rx 
#(
parameter BAUD_RATE = 115200, 
parameter CLK_FREQ = 300000000,
parameter BUS_WIDTH = 8
)
(
input i_rx_serial, 
input i_clk, 
output reg [BUS_WIDTH - 1 : 0] o_rx_bus,
output o_rx_hs,
output o_rx_active
);
reg [2:0]r_bit_index;
reg [11:0] r_clk_cnt;
reg [1:0] r_cstate;
reg [BUS_WIDTH - 1 : 0] r_rx_data_bus;
reg r_rx_active;
reg r_rx_done;
initial
begin
    r_clk_cnt <= 0;
    r_cstate <= 0;
    r_bit_index <= 0;
    r_rx_active <= 0;
    r_rx_done <= 0;
end
always @(posedge i_clk)
begin
case (r_cstate)
    0 :
    begin
        r_rx_done <= 0;
        r_clk_cnt <= 0;
        r_bit_index <= 0;
        r_rx_active <= 0;
        if(i_rx_serial == 0)
        begin
            r_cstate <= 1;
        end
        else
        begin
            r_cstate <= 0;
        end
    end
    1 :
    begin
        if(i_rx_serial == 1)
        begin
            r_cstate <= 0;
        end
        else
        begin
            if(r_clk_cnt > 2604 / 2)
            begin
                r_clk_cnt <= 0;
                r_bit_index <= 0;
                r_cstate <= 2;
            end
            else
            begin
                r_clk_cnt <= r_clk_cnt + 1;
                r_cstate <= 1;
            end
        end
    end
    2 :
    begin
        r_rx_active <= 1;
        if(r_clk_cnt < 2604 - 1)
        begin
            r_clk_cnt <= r_clk_cnt + 1;
            r_cstate <= 2;
        end
        else
        begin
            r_clk_cnt <= 0;
            o_rx_bus[r_bit_index] <= i_rx_serial;
            if(r_bit_index < 7)
            begin
                r_bit_index <= r_bit_index + 1;
                r_cstate <= 2;
            end
            else
            begin
                r_bit_index <= 0;
                r_cstate <= 3;
            end
        end
    end
    3 :
    begin
        if(r_clk_cnt < 2604 - 1)
        begin
            r_clk_cnt <= r_clk_cnt + 1;
            r_cstate <= 3;
        end
        else
        begin
            r_rx_done <= 1;
            r_clk_cnt <= 0;
            r_rx_active <= 0;
            r_cstate <= 0;
        end
    end
endcase
end
assign o_rx_hs = r_rx_done;
assign o_rx_active = r_rx_active;
endmodule
`timescale 1ns / 1ps
module uart_tx_v
#(
parameter CLK_FREQ = 300000000,
parameter BAUD_RATE = 115200,
parameter BUS_WIDTH = 8
)
(
input [BUS_WIDTH - 1 : 0] i_data,
input i_clk,
input i_tx_send,
output reg o_tx,
output o_tx_hs,
output o_active
);
reg [2:0]r_bit_index;
reg [11:0] r_clk_cnt;
reg [1:0] r_cstate;
reg [BUS_WIDTH - 1 : 0] r_tx_data;
reg r_tx_active;
reg r_tx_done;
initial
begin
    r_clk_cnt <= 0;
    r_cstate <= 0;
    r_bit_index <= 0;
    r_tx_active <= 0;
end
always @(posedge i_clk)
begin
case (r_cstate)
    0 :
    begin
        o_tx <= 1;
        r_tx_done <= 0;
        r_clk_cnt <= 0;
        r_bit_index <= 0;
        if(i_tx_send == 1'b1)
        begin
            r_tx_data <= i_data;
            r_tx_active <= 1;
            r_cstate <= 1;
        end
        else r_cstate <= 0;
    end
    1 :
    begin
        o_tx <= 0;
        if(r_clk_cnt < 2604 - 1)
        begin
            r_clk_cnt <= r_clk_cnt + 1;
            r_cstate <= 1;
        end
        else
        begin
            r_clk_cnt <= 0;
            r_cstate <= 2;
        end
    end
    2 :
    begin
        o_tx <= i_data[r_bit_index];
        if(r_clk_cnt < 2604 - 1)
        begin
            r_clk_cnt <= r_clk_cnt + 1;
            r_cstate <= 2;
        end
        else
        begin
            r_clk_cnt <= 0;
            if(r_bit_index < 7)
            begin
                r_cstate <= 2;
                r_bit_index <= r_bit_index + 1;
            end
            else
            begin
                r_cstate <= 3;
                r_bit_index <= 0;
            end
        end
    end
    3 :
    begin
        o_tx <= 1;
        if(r_clk_cnt < 2604 - 1)
        begin
            r_clk_cnt <= r_clk_cnt + 1;
            r_cstate <= 3;
        end
        else
        begin
            r_tx_done <= 1;
            r_clk_cnt <= 0;
            r_tx_active <= 0;
            r_cstate <= 0;
        end
    end
endcase
end
assign o_tx_hs = r_tx_done;
assign o_tx_active = r_tx_active;
endmodule
==> notes.md <==
flow finished, numbers: Arr. time, crit path=2.29 ns, crit path time final=2.26 ns, post-cts gate resize count=0, Crit Path Max Fanout=8, drt first pass iters=4, OpenROAD warning count=33, VDD IR max=296 uV, max-cap viol count=0, DRT iter0 DRCs=61, CTS Sinks=43, outcome=completed, Final Wtd Congestion=0.796, RR Startpoint=reciever.r_clk_cnt[1], CP Class=reg2reg, Slew headroom=0.428, share of cells above drive strength 1=0.126, CTS tree=done, initial antenna violation count=0, Synth area leaders=edfxtp_1 (31%), dfxtp_1 (14%), ha_1 (6.0%), xor2_1 (5.2%), a21oi_2 (3.1%), logic area=1290 sq um, cell count of the worst reg-to-reg path=6, area occupied by registers=1120 sq um, beginning of the worst hold path=transmitter.r_clk_cnt[0], CTS root buf=clkbuf_8, diode count=0, fp util=0.523, Post-CTS Setup Repair Bufs=0, synth warn=3, pin count of the biggest net entering global routing=15, Clock Skews=0.00346 ns, post-route cell area=2810 sq um, post-cts hold buffer count=0, Cells after Synth=237, CTS max path bufs=2, Synth top area share=0.312, Power per Cell Area=563 nW/um^2, Slew Limit Fails=0, share of flip-flops with an asynchronous set or reset=0, RSZ-0062 raised after global routing=false, Worst Setup End Kind=flip-flop, worst skew pair latency=0.29 ns, crit share post-route=0.491, H-tree depth=2, Hold Path Depth=1, fmax=442 MHz, synthesized flop and latch total=43, post-DR vias/cell=5.63, YS chip area=2500 sq um, Netlist cell types=51, Post-synth EDFFs=26, Yosys top cell by area=edfxtp_1, number of port buffers=19, r2r setup slk=2.34 ns, WL/cell=13.8 microns, Post-Route WL=4.42 mm, Area Overhead vs Synth=12.3%, synthesized cell area=2500 sq um, # setup viols final=0, Worst Max-Slew Pin Slew=0.857 ns, Reg2Reg Capture Point=reciever.r_clk_cnt[1], via count=1807, CP startpoint kind=flip-flop, main flop type=edfxtp_1, first-pass GRT wire length=7.72 mm, Hold EP=transmitter.r_clk_cnt[0], Ports=20, worst hold path class=reg2reg, DP Area=2720 sq um, Final Hold Viols=0, setup TNS=0 ns, Clock transition at path regs=0.08 ns, ANT nets after route=0, Seq share, synth=0.448, filler instances=381, DIE AREA=5300 sq um, die height=72.8 microns, dpl hpwl=3.03 mm, DIE WIDTH=72.8 microns, Total GRT Usage=0.193, vias in the first global route=1716, yosys cell count=237, # DRC=0, Avg Inst Size Synth=10.6 sq um, GR Overflow Total=0, TritonCTS Buffers=5, leakage=1.02 nW, Worst EP required=4.63 ns, Core Rows=25, core area=4790 sq um
==> metrics by stage <==
step	instances	setup slack, ns	util	power [mW]	hold WS [ns]
after global placement	313	2.21	0.569	1.31	0.459
after detailed placement	313	2.19	0.569	1.34	0.477
final	321	2.34	0.588	1.58	0.491
after CTS	321	2.40	0.588	1.59	0.490
after global routing	321	2.27	0.588	1.71	0.543
after floorplan	237	2.69	-	1.22	0.447
==> cell type report <==
class / instances / share of cell area
clock buffer: 7 / 0.0307
timing repair buffer: 20 / 0.0703
clock inverter: 1 / 0.00178
tap: 67 / 0.0298
inverter: 9 / 0.0120
sequential: 43 / 0.398
multi-input combinational: 174 / 0.457
==> how the worst max path moves through the flow <==
stage	start	cells past startpoint	end
4_1_cts	reciever.r_clk_cnt[1]	6	reciever.r_clk_cnt[1]
5_1_grt	reciever.r_clk_cnt[1]	6	reciever.r_clk_cnt[1]
6_report	reciever.r_clk_cnt[1]	6	reciever.r_clk_cnt[1]
==> layout by cell type (no fill, tap or decap), drive strengths merged, types with 9 or more instances in the layout <==
cell type	netlist	routed
a21oi	15	15
and3	9	9
clkdlybuf4s50	0	19
dfxtp	17	17
edfxtp	26	26
ha	12	12
inv	9	9
nand2	19	19
nand3	10	10
nor2	11	11
nor3	14	14
o21ai	10	10
xor2	15	15
==> routing by layer <==
metal	GRT usage	vias to the layer above	wire length, microns	share of wire
li1	-	908	-	-
met1	0.327	850	2260	0.51
met2	0.290	44	1880	0.43
met3	0.0336	5	227	0.051
met4	0.0196	0	53	0.012
met5	0	-	0	0
==> report_power, final <==
group	switching [mW]	internal (mW)
Sequential	0.158	0.561
Clock	0.124	0.121
Combinational	0.339	0.281
Total	0.621	0.963
==> cell families (layout without fill, tap and decap cells) <==
logic type               Yosys count  count (layout)  share of synthesized area
adder cells (fa/ha/maj)           12              12                     0.0599
multiplexers                       9               9                     0.0484
buffers and inverters             20              37                     0.0390
AND-OR/OR-AND                     45              45                      0.144
XOR/XNOR                          21              21                     0.0734
flip-flops                        43              43                      0.448
AND/OR/NAND/NOR                   87              87                      0.187
==> Yosys cell counts (2+ instances only) <==
cell type / n
a31oi_1: 3
nor3b_1: 2
mux4_2: 2
mux2i_1: 2
a21oi_2: 9
or3_1: 2
dfxtp_1: 17
xor2_1: 15
nand2_1: 19
buf_6: 2
nand3_1: 10
ha_1: 12
and3_1: 8
nor2b_1: 3
nor3_1: 14
clkbuf_1: 5
and4_1: 4
buf_2: 3
mux2_2: 5
a21oi_1: 5
nor2_1: 11
o21ai_0: 9
xnor2_1: 6
a2111oi_0: 2
nand3b_1: 2
nor4_1: 2
a21o_1: 3
edfxtp_1: 26
inv_1: 9
nand4_1: 4
==> worst max-delay path, stage by stage (launching register included) <==
cell and delay, ns:
edfxtp_1 0.47, ha_1 0.22, and4b_1 0.16, and3_1 0.17
o21ai_1 0.56, buf_4 0.33, a21oi_1 0.09
==> sequential cells by signal, summed over array words and instances (netlist names) <==
| name | cells |
|---|---|
| transmitter.r_cstate | 2 |
| reciever.r_cstate | 2 |
| reciever.r_bit_index | 3 |
| transmitter.r_clk_cnt | 12 |
| reciever.r_clk_cnt | 12 |
| reciever.o_rx_bus | 8 |
| transmitter.o_tx | 1 |
| transmitter.r_bit_index | 3 |
No activity file was given, so power comes from the tool's default toggle rates.
